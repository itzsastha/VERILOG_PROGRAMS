**flow/run.sh**
```bash
#!/bin/bash
# OpenROAD 26Q1-2900-gdf79404cd8, Yosys 0.63+post, stock flow scripts
make -C /OpenROAD-flow-scripts/flow DESIGN_CONFIG=/design/flow/config.mk WORK_HOME=/design/flow/orfs finish
```
**flow/config.mk**
```make
export PLATFORM = sky130hd
export DESIGN_NAME = uart_rx
export DESIGN_NICKNAME = uart_rx
export VERILOG_FILES = /design/flow/design.v
export SDC_FILE = /design/flow/constraint.sdc
export NUM_CORES = 4
export LEC_CHECK = 1
export CORE_UTILIZATION = 30
```
**flow/constraint.sdc**
```tcl
current_design uart_rx

set clk_period 2.9
set clk_io_pct 0.2

create_clock -name clk0 -period $clk_period [get_ports {clk_3125}]

set non_clock_inputs [all_inputs -no_clocks]
set_input_delay [expr $clk_period * $clk_io_pct] -clock clk0 $non_clock_inputs
set_output_delay [expr $clk_period * $clk_io_pct] -clock clk0 [all_outputs]
```
**flow/design.v**
```verilog
module uart_rx(
    input clk_3125,
    input rx,
    output reg [7:0] rx_msg,
    output reg rx_parity,
    output reg rx_complete
    );
parameter idle=3'b000, start = 3'b001,data = 3'b010,stop=3'b011,done=3'b100,parity=3'b101,delay=3'b110,clocks_per_bit = 4'd14;
reg [3:0]count = 0;
reg [2:0]i=7;
reg [2:0]state=6;
reg [7:0]rx_data=0; 
initial begin
    rx_msg = 0;
	 rx_parity = 0;
    rx_complete = 0;
	 count<=0;
end
always@(posedge clk_3125) begin
	case(state)
	delay:
	begin
			state<=idle;
	end
	idle: 
	begin
			count<=0;
			rx_complete<=1'b0;
			if(rx==1'b0) begin
			state<= start;
			count<=1;
			end
			else state <= idle;
	end
	start:
	begin
			if(count==(clocks_per_bit-1)/2)
			begin
				if(rx == 1'b0)
				begin
					count<=0;
					state <= data;
				end
				else state <= idle;
			end
			else
			begin
				count <= count +1'b1;
				state <= start;
			end
	end
	data:
	begin
			if(count<clocks_per_bit-1) 
			begin
				count <= count + 1'b1;
				state <= data;		
			end
			else
			begin
				count <= 0;
				rx_data[i] <= rx;
				if(i>0)
				begin
					i<=i-1'b1;
					state <= data;
				end
				else
				begin
					i<=3'b111;
					state <= parity;
				end
			end
	end
	parity:
	begin
				if(count<clocks_per_bit-1)
				begin
					count<=count + 1'b1;
					state <= parity;
				end
				else
				begin
					count<=0;
					state<=stop;	
				end
	end
	stop:
			begin
				if(count<clocks_per_bit-1)
				begin
					count<=count + 1'b1;
					state <= stop;
				end
				else
				begin
					count<=0;
					state<=done;	
				end
			end
	done:
			begin
			if(count==(clocks_per_bit-1)/2) begin
				rx_msg <= rx_data;
				rx_parity<= rx_data[0]^rx_data[1]^rx_data[2]^rx_data[3]^rx_data[4]^rx_data[5]^rx_data[6]^rx_data[7];
				rx_complete<=1'b1;
				state<=idle;
				count<=0;
			end
			else
			begin
				count<=count+1'b1;
				state<=done;
			end
			end
	endcase
end
endmodule
```
==> deck_impl_summary.md <==
Synthesis and Place & Route Summary

GRT
  • Vias in the first global route: 868
  • Total GRT Usage: 9.947%
  • Busiest grt layer: met1
  • M1 GR Usage: 15.90%
  • M3 GR Usage: 2.661%
  • Initial antenna violation count: 0
  • First-pass GRT wire length: 3981 um
  • Global routing usage on met2: 14.64%
  • Total grt overflow: 0
  • Pin count of the biggest net entering global routing: 17

Cells and area
  • Reg area: 840.8 sq um
  • Post-route insts no fill: 198
  • Layout cells sized above 1: 9.160%
  • Fill cell count: 472
  • Comb area: 608.1 sq um
  • Area delta synth->final: 16.92%

Hold path
  • Min-Delay Startpoint: rx_data[3]$_DFFE_PP_
  • Hold crit path type: flip-flop to flip-flop
  • Hold path endpoint: rx_msg[3]$_DFFE_PP_
  • Hold path cells: 0

Yosys
  • Yosys warnings: 1
  • Yosys cell count: 119
  • Synth Area per Inst: 12.62 sq um
  • Sequential element share of the synthesized area: 56.00%
  • Post-synth area hogs: edfxtp_1, ha_1, xnor2_1
  • Synth cell count leaders: edfxtp_1, inv_1, ha_1, xnor2_1
  • Syn Std Cell Area: 1501 sq um
  • Main flop type after synthesis: edfxtp_1
  • Yosys top cell by instances: edfxtp_1
  • Ys flops: 28
  • Yosys top cell by area: edfxtp_1
  • Top-area cell share: 56.00%
  • Synth Instances: 119
  • YS chip area: 1501 sq um
  • Number of enable flip-flop cells: 28
  • Netlist cell types: 40
  • FFs w/ async S/R, synth: 0%

Die
  • Init Core Util: 31.58%
  • Die X: 72.75 um
  • Die H: 72.75 um
  • Placement Rows: 25
  • Number of top-level pins: 12
  • Chip area: 5292 sq um
  • Core Area: 4755 sq um

Critical path
  • Startpoint types: flip-flop
  • Number of buffers and inverters on the critical path: 2
  • CP required: 2.93 ns
  • R2R cell count: 6
  • RR Endpoint: rx_data[6]$_DFFE_PP_
  • Worst Path Max Fanout: 8
  • Reg2reg start: i[0]$_SDFFCE_PP1P_
  • Worst reg2reg setup slack: 0.78 ns
  • Critical-path top delay cell: edfxtp_1
  • Worst Setup End Kind: flip-flop
  • CP delay by family, top: adder cells
  • Worst path max stage delay: 0.47 ns
  • CP Depth: 6
  • WS Path Type: flip-flop to flip-flop
  • Arrival time worst endpoint: 2.15 ns
  • Worst path cell trace: inv_1, ha_1, ha_1, inv_1, and4_1, mux2_1

Route
  • ANT nets after route: 0
  • DR vias: 927
  • Routed wire length: 2279 um
  • Vias/cell: 4.682
  • Pre-antenna DRT Iters: 4
  • Ant diodes: 0
  • Drt wl/cell: 11.51 um
  • Residual DRC count: 0
  • DR iter-0 viols: 58

Final timing
  • Clk_skew: 0.003830 ns
  • Period utilisation layout: 73.17%
  • Final Hold Fails: 0
  • Fmax: 471.3 MHz
  • Slew @ Worst Pin: 0.5171 ns
  • Setup TNS: 0 ns
  • RSZ-0062 raised after global routing: false
  • Rel. slew slack: 65.53%
  • Final critical-path required period: 2.122 ns
  • Setup violations, final: 0
  • Final Max Tran Viols: 0

Pwr
  • Leakage: 0.6031 nW
  • PD cells: 669.4 nW/um^2
  • Worst IR drop on VDD: 0.3634 mV
  • Total Power: 0.001175 W

Placed design
  • Routability congestion estimate: 0.8537
  • PortBufs: 11
  • Hpwl dp: 1685 um
  • Cells after DPL: 194

CTS
  • Clock latency (worst-skew pair): 0.27 ns
  • CTS Buffer Depth: 2
  • Root Driver: clkbuf_8
  • Postcts setup bufs: 0
  • # clock sinks: 28
  • CTS resizes: 0
  • TritonCTS clock tree: yes
  • Clk pin slew, worst setup/hold paths: 0.09 ns
  • Hold Buf Count CTS: 0
  • H-tree levels: 1
  • CTS Buf Count: 3

Run
  • Tool warning count: 30
  • Max_cap viols: 0

Outcome
  • Outcome: finished clean
-- stage by stage --
step / area (sq um) / setup WS [ns] / hold slack (ns) / util (%)
floorplan: 1501 / 0.9328 / 0.4639 / -
global placement: 1684 / 0.8277 / 0.4929 / 35.42
detailed placement: 1684 / 0.8073 / 0.4997 / 35.42
CTS: 1755 / 0.7813 / 0.5225 / 36.92
global route: 1755 / 0.6307 / 0.5394 / 36.92
finish: 1755 / 0.7781 / 0.5200 / 36.92
-- final cells by class --
class	instances	share of cell area (%)
Clock inverter	1	1.711
Tap cell	67	4.775
Sequential cell	28	47.90
Clock buffer	3	2.352
Inverter	9	1.924
Multi-Input combinational cell	78	34.64
Timing Repair Buffer	12	6.700
-- power by group --
| group | internal [W] | switching (W) |
|---|---|---|
| sequential | 0.000518 | 0.0000858 |
| clock | 0.000185 | 0.000115 |
| combinational | 0.000135 | 0.000136 |
| total | 0.000838 | 0.000337 |
-- routing by layer --
metal / share of wire (%) / up-vias
met5: 0 / -
met4: 0.97 / 0
met3: 3.7 / 2
met2: 43 / 17
met1: 52 / 442
li1: - / 466
-- cells by family after synthesis --
family | count (synthesis) | share of synthesized area [%]
compound gates | 23 | 10.25
xor+xnor | 11 | 6.417
fa+ha+maj | 8 | 6.667
buf+inv | 13 | 3.499
flops | 28 | 56.00
mux | 6 | 4.333
simple gates | 30 | 12.83
-- worst max path at each step --
| stage | from | to | slack [ns] |
|---|---|---|---|
| finish | i[0]$_SDFFCE_PP1P_ | rx_data[6]$_DFFE_PP_ | 0.78 |
| global route | i[0]$_SDFFCE_PP1P_ | rx_data[0]$_DFFE_PP_ | 0.63 |
| CTS | i[0]$_SDFFCE_PP1P_ | rx_data[0]$_DFFE_PP_ | 0.78 |
-- cell usage in the layout (no fill, tap or decap), types with 2 or more instances in the layout --
master / synthesis / layout
xnor2_1: 8 / 8
a22o_1: 2 / 2
clkdlybuf4s50_1: 0 / 11
xor2_1: 3 / 3
a211oi_1: 2 / 2
o21ai_0: 6 / 6
mux2_2: 3 / 3
a21oi_1: 3 / 3
o211ai_1: 2 / 2
nand3_1: 5 / 5
inv_1: 9 / 9
edfxtp_1: 28 / 28
mux2i_1: 2 / 2
nand4_1: 2 / 2
nor3_1: 3 / 3
ha_1: 8 / 8
nand2b_1: 6 / 6
nor2_1: 2 / 2
clkbuf_8: 0 / 3
-- flip-flops by register name, indices dropped and copies added, names as in the netlist --
name,flops
count,4
rx_complete,1
rx_msg,8
state,3
rx_data,8
rx_parity,1
i,3
Power and IR drop assume default switching activity.
