===== flow/run.sh =====
#!/bin/bash
# OpenROAD 26Q1-2900-gdf79404cd8, Yosys 0.63+post, stock flow scripts
make -C /OpenROAD-flow-scripts/flow DESIGN_CONFIG=/design/flow/config.mk WORK_HOME=/design/flow/orfs finish

===== flow/config.mk =====
export PLATFORM = sky130hd
export DESIGN_NAME = uart_tx
export DESIGN_NICKNAME = uart_tx
export VERILOG_FILES = /design/flow/design.v
export SDC_FILE = /design/flow/constraint.sdc
export NUM_CORES = 4
export LEC_CHECK = 1
export CORE_AREA = 10 10 94 94
export DIE_AREA = 0 0 104 104

===== flow/constraint.sdc =====
current_design uart_tx

set clk_period 3.1
set clk_io_pct 0.2

create_clock -name clk0 -period $clk_period [get_ports {clk_3125}]

set non_clock_inputs [all_inputs -no_clocks]
set_input_delay [expr $clk_period * $clk_io_pct] -clock clk0 $non_clock_inputs
set_output_delay [expr $clk_period * $clk_io_pct] -clock clk0 [all_outputs]

===== flow/design.v =====
module uart_tx(
    input clk_3125,
    input parity_type,tx_start,
    input [7:0] data,
    output reg tx, tx_done
);
parameter idle = 3'b000 ,start = 3'b001, data_tx = 3'b010, parity = 3'b011, stop = 3'b100,clk_per_bit = 4'd14;
reg [2:0]state = 1;
reg [2:0]i ;
reg [3:0]count=0;
initial begin
    tx = 1;
    tx_done = 0;
	 i = 3'b111;
end
always@(posedge clk_3125) begin
		case(state) 
		idle:
		begin
				tx<=1'b1;
				tx_done <= 1'b0;
				count<=0;
				i<=7;
				if(tx_start==1'b1) begin
				   tx <=1'b0;
					state <= start;
					count<=1;
				end
				else begin
					state <= idle;
				end
		end
		start : 
		begin
				tx <= 1'b0;
				if(count < clk_per_bit-1) begin
					state <= start;
					count <= count +1'b1;
				end
				else begin
					count <= 0;
					state <= data_tx;
				end
		end
		data_tx :
		begin 
			tx <= data[i];	
			if(count<clk_per_bit-1) begin
				state<=data_tx;
				count<= count +1'b1;
			end
			else begin
			   count<=0;
				if(i>0) begin
					i<=i-1'b1;
					state <= data_tx;
				end
				else begin
					i<=7;
					state <= parity;
				end
			end
		end
		parity : 
		begin
		  tx = (data[0] ^ data[1] ^data[2]^data[3]^data[4]^data[5]^data[6]^data[7]);		
			if(count<clk_per_bit-1) begin
		      state <= parity;
				count <= count+1'b1;
			end
			else begin
				count<=0;
				state <= stop;
			end
		end
		stop : 
		begin
			tx <= 1'b1;
			if(count<clk_per_bit-1) begin
				state <= stop;
				count <=count+1'b1;
			end
			else begin
				tx_done <= 1'b1;
				state  <= idle;
				count<= 0;
			end
		end
	endcase
end
endmodule

==> summary.txt <==
Notes on the physical implementation.

- After its last routability iteration, the placer logged a weighted congestion of 0.731.
- The switching power is 0.227 mW, for reference.
- Entering global routing, the biggest net connects 13 pins.
- In the floorplan report the effective utilization is 0.123.
- The fraction of layout cells with a size suffix above 1 is 0.0870, for reference.
- The wire length of the first global-routing pass is 2.53 mm, for reference.
- The residual overflow from global routing is 0, for reference.
- The total via count in the routed design is 584, for reference.
- For reference, the critical path cell chain is clkdlybuf4s50_1, mux4_1, nor2_1, or3_1, o211ai_1.
- Pins over their slew limit in the final report were tallied at 0.
- The synth_stat.txt file lists the number of cells as 79.
- The total die size is 10800 µm², for reference.
- Per the run report, area growth between synthesis and finish was 30.0%.
- The root buffer selected by CTS is clkbuf_8, for reference.
- The slew at the pin closest to its max-slew limit is 704 ps, for reference.
- The worst setup path is captured at a flop.
- The final-report setup violation count is 0, for reference.
- The fraction of power consumed by the clock network is 0.205, for reference.
- The critical path data required time is 3080 ps, for reference.
- The post-synthesis cell type with the largest combined area is edfxtp_1, for reference.
- The flow reported a cell area power density of 650 nW/µm².
- The main area contributors are edfxtp_1 43%, xnor2_1 9.4%, ha_1 6.0%, mux2_2 4.0%, nand2_1 3.6%.
- With fillers left out, the area of the finished cells amounts to 1090 µm².
- The number of DRC violations after detailed routing is 0, for reference.
- The maximum number of buffers from clock root to sink is 2, for reference.
- Per Yosys stat, the portion of area used by sequential elements is 0.430.
- The analysis reports a worst IR drop on VDD of 140 µV.
- The switching part of the total power is 0.321, for reference.
- The longest individual stage delay on the worst path is 500 ps, for reference.
- The number of warning messages in the logs is 28, for reference.
- The synthesized netlist occupies a cell area of 838 µm².
- By startpoint and endpoint, the worst setup path is classified as in2reg.
- Dividing the final minimum period by the clock period gives 0.597.
- Per the CTS log, the maximum H-tree level is 1.
- The leakage power total is 0.381 nW, for reference.
- The count of input and output buffers is 11, for reference.
- CTS saw 12 sinks.
- The iteration-0 DRC count of the detailed router is 17, for reference.
- The combinational power share is 0.332, for reference.
- The report lists the number of cells resized after CTS as 0.
- The routed wire length is 1.54 mm, for reference.
- Among all stages on the critical path, the largest delay is contributed by mux4_1.
- The flow ran to the end, and the final reports show no timing, DRC or antenna violations.
- The total internal power is 0.481 mW, for reference.
- The count of boundary I/O pins is 13, for reference.
- The non-filler instance count after layout is 188, for reference.
- The clock transition at the register clock pins on the worst setup and hold paths after CTS is 50 ps, for reference.
- The number of antenna violations at the first check in global routing is 0, for reference.
- Endpoints failing hold in the final report were tallied at 0.
- The post-synthesis async set-or-reset flop share is 0, for reference.
- In this run the remaining antenna-violating nets after routing total 0.
- Of the total power, registers draw 0.463.
- The floorplan core area is 6830 µm², for reference.
- The via count of the first global-routing pass came to 577.
- The area after detailed placement is 1040 µm², for reference.
- The maximum fanout count along the critical path is 2, for reference.
- The worst setup path is launched from an input pin.
- The later-pin clock latency in the skew report is 240 ps, for reference.
- The fmax is 541 MHz, for reference.
- After detailed routing, the average wire length per cell comes to 8.18 µm.
- Setup repair after global routing left no endpoint under its margin.
- The most common flop cell mapped by yosys is edfxtp_1, for reference.
- Counting the buffers created by CTS gives 3.
- The die is 104 µm wide.
- The final core utilization is 0.160, for reference.
- The count of mapped cells out of synthesis is 79, for reference.
- The tally of filler cells in the layout is 775, for reference.
- The placed wire-length estimate after detailed placement is 1.18 mm, for reference.
- Summed over all failing endpoints, the final setup total negative slack is 0 ps.
- The area share of the largest cell type after synthesis is 0.430, for reference.
- Post-synthesis, Yosys gives the total cell area as 838 µm².
- The first detailed-routing pass took 5 iterations.
- The most frequent cell after synthesis is edfxtp_1, for reference.
- The synthesis-stage register bit count is 12, for reference.
- The number of hold-repair buffers added at the cts stage is 0, for reference.
- The vertical die dimension is 104 µm, for reference.
- The path class of the tightest hold or removal check is reg2reg.
- Data on the critical path arrives at its endpoint at 1830 ps.
- The synthesized netlist contains 29 unique library cells.
- The TritonCTS clock tree is done, for reference.
- The number of buffers and inverters on the critical path is 1.
- The synthesis warning total is 1, for reference.
- The synthesized design contains 12 enable-type register cells.
- Using the TritonRoute via totals, the vias-per-cell ratio works out to 3.11.
- The routed design ends up with an antenna cell count of 0.
- The global routing report lists combined usage of all routing layers as 0.0269.
- The slew check shows that the tightest pin keeps a relative margin of 0.526.
- The number of rows created at floorplan is 30, for reference.
- The shortest clock period the worst path allows after layout is 1850 ps, for reference.
- The kind of cell with the highest combined delay on the critical path is multiplexers, for reference.
- The setup clock skew after layout is 0.860 ps, for reference.
- The max capacitance violation total is 0, for reference.
- By count the netlist is led by 12 x edfxtp_1, 9 x xnor2_1, 8 x nand2_1, 7 x nor2_1, 5 x o21ai_0.
- The count of placed standard cells including taps is 184, for reference.
- For reference, the post-synthesis area per instance comes to 10.6 µm².
- The total setup buffers inserted after CTS is 0, for reference.
final timing paths:
check / startpoint / to / slack (ps) / cells past startpoint
setup / recovery: data[4] / tx$_DFFE_PP_ / 1250 / 5
hold / removal: i[0]$_SDFFCE_PP1P_ / i[0]$_SDFFCE_PP1P_ / 640 / 1
setup reg to reg: count[0]$_DFFE_PP_ / i[0]$_SDFFCE_PP1P_ / 1300 / 4
hold reg to reg: i[0]$_SDFFCE_PP1P_ / i[0]$_SDFFCE_PP1P_ / 640 / 1
kinds of logic (layout without fill, tap and decap cells):
| kind of cell | Yosys count | count (layout) | synth area share |
|---|---|---|---|
| mux | 4 | 4 | 0.0716 |
| flops | 12 | 12 | 0.430 |
| compound gates | 12 | 12 | 0.0925 |
| buf+inv | 7 | 20 | 0.0552 |
| fa+ha+maj | 4 | 4 | 0.0597 |
| simple gates | 29 | 29 | 0.176 |
| xor+xnor | 11 | 11 | 0.115 |
layout by cell type (no fill, tap or decap), types with 2 or more instances in the layout:
master / n
nand2_1: 8
inv_1: 4
o21ai_0: 5
edfxtp_1: 12
nor2_1: 7
mux2_2: 3
and3_1: 2
clkbuf_8: 3
xor2_1: 2
nand3b_1: 2
nand2b_1: 2
a21boi_0: 2
clkdlybuf4s50_1: 11
xnor2_1: 9
nor3_1: 2
ha_1: 4
final cells by class:
cell class                      instances  area (µm²)  share of cell area
Tap cell                               96         120               0.110
Inverter                                4        15.0              0.0138
Clock inverter                          1        3.75             0.00344
Sequential cell                        12         360               0.331
Multi-Input combinational cell         60         432               0.396
Timing Repair Buffer                   12         118               0.108
Clock buffer                            3        41.3              0.0379
layer usage:
layer,vias up,global-route usage,wire [µm],part of all wire
met1,268,0.0331,696,0.45
met4,0,0.0109,54,0.035
met5,-,0,0,0
li1,308,-,-,-
met2,6,0.0432,739,0.48
met3,2,0.00752,48,0.031
power groups by stage:
stage                 Clock (mW)  Combinational (mW)  Sequential (mW)
after CTS                  0.149               0.238            0.327
final                      0.145               0.235            0.328
after global routing       0.155               0.266            0.339
metrics by stage:
| step | worst slack, ps | power [mW] | hold slack, ps |
|---|---|---|---|
| 6_report | 1250 | 0.708 | 642 |
| 5_1_grt | 1170 | 0.760 | 699 |
| 4_1_cts | 1240 | 0.714 | 653 |
| 3_5_place_dp | 983 | 0.563 | 640 |
| 3_3_place_gp | 973 | 0.557 | 628 |
| 2_1_floorplan | 1470 | 0.508 | 585 |
sequential cells by signal, summed over array words and instances, names as in the netlist:
register	flops
count	4
i	3
state	3
tx_done	1
tx	1
worst register-to-register path: stages (launching register included):
cell and delay [ps]:
edfxtp_1 400, inv_1 60, ha_1 200, nand3b_1 310, a21boi_0 480
Power is estimated from default activity; no workload was simulated.
