[flow/config.mk]
export PLATFORM = sky130hd
export DESIGN_NAME = ALU
export DESIGN_NICKNAME = ALU
export VERILOG_FILES = /design/flow/design.v
export SDC_FILE = /design/flow/constraint.sdc
export NUM_CORES = 4
export LEC_CHECK = 1
export CORE_UTILIZATION = 40
[flow/constraint.sdc]
current_design ALU

set clk_period 21.2
set clk_io_pct 0.2

create_clock -name clk0 -period $clk_period [get_ports {clk}]

set non_clock_inputs [all_inputs -no_clocks]
set_input_delay [expr $clk_period * $clk_io_pct] -clock clk0 $non_clock_inputs
set_output_delay [expr $clk_period * $clk_io_pct] -clock clk0 [all_outputs]
[flow/design.v]
module ALU (
    input clk, en,    
    input [7:0] a, b,
    input [3:0] s,    
    output reg [15:0] y,  
    output reg carry , zero  
);
reg [7:0] a_in, b_in;  
reg [1:0] flags;
reg [15:0] out_y;  
initial begin
    y = 0; carry = 0; zero = 0;
end
always @( posedge clk , posedge en) begin
    if (en) begin
        a_in <= 0; b_in <= 0; y <= 0;
        carry <= 0; zero <= 0;
    end
    else begin  
        a_in <= a; b_in <= b; y <= out_y;
        carry <= flags [0]; zero <= flags [1];
    end
end
always @(a_in, b_in, s) begin
flags = 2'b00;
case (s)
    4'd0: begin
        out_y ={8'd0, ( a_in + b_in )};  
        flags [0] = out_y [8] ;  
    end
    4'd1: begin
        out_y ={8'd0, ( a_in - b_in )};  
        flags [0] = out_y[8] ;  
    end
    4'd2: begin
        out_y = {8'd0 ,(a_in + 1'b1)};  
        flags [0] = out_y[8];  
    end
    4'd3: begin
        out_y = {8'd0, (a_in - 1'b1)};  
        flags[0] = out_y[8];  
    end
    4'd4: out_y =( a_in * b_in );  
    4'd5: out_y =( a_in / b_in );  
    4'd6: out_y ={8'd0, ( a_in & b_in )};  
    4'd7: out_y ={8'd0, ( a_in | b_in )};  
    4'd8: out_y ={8'd0, ( a_in ^ b_in )};  
    4'd9: out_y ={8'd0, ~( a_in & b_in )};  
    4'd10: out_y ={8'd0, ~( a_in | b_in )};  
    4'd11: out_y ={8'd0, ~( a_in ^ b_in )};  
    4'd12: begin
        flags[0] = a_in[7];  
        out_y = {8'd0 , (a_in<<1)};  
    end
    4'd13: begin
        flags[0] = a_in[0] ;  
        out_y = {8'd0, (a_in>>1)};  
    end
    4'd14: out_y = {8'd0, a_in [0], a_in [7:1]};  
    4'd15: out_y = {8'd0, a_in [6:0], a_in[7]};  
    default : out_y =16'd0;
    endcase  
    if(!out_y) flags[1] = 1;  
    end
endmodule
[flow/run.sh]
#!/bin/bash
# OpenROAD 26Q1-2900-gdf79404cd8, Yosys 0.63+post, stock flow scripts
make -C /OpenROAD-flow-scripts/flow DESIGN_CONFIG=/design/flow/config.mk WORK_HOME=/design/flow/orfs finish
==> results.cfg <==
; flow metrics
[finish]
layout-drive-gt1-share_pct = 39.3
nFillCells = 1884
logic_area_sq_um = 9540
sequential_cell_area_sq_um = 853
syn2layout_area_growth_pct = 56.3
finish.instance_area_sq_um = 15500

[clocking]
number_of_h_tree_branching_levels = 2
cts_tree = done
cts_max_path_buffers = 2
clock_sinks = 34
cts.root.buffer_cell = clkbuf_16
insertion_delay_ns = 0.30
cts_hold_repair.buffers = 0
cts-buffers-inserted = 5
clk_transition_reported_paths_ns = 0.07

[final_timing]
clock-skew-final_ns = 0.00566
fin_worst_hold_slack_ns = 0.835
post_route_worst_setup_slack_ns = -4.63
grt_setup_unrepaired = true
final.min_clock_period_ns = 25.83
timing.slew.headroom_pct = 63.9
timing.final.crit_share_pct = 122
tightestPinTransition_ns = 0.528
finalHoldViolations = 0
setup_viol = 4
fmax_ghz = 0.0387
drv_slew = 0

[hold_path]
worst_hold_path_type = reg -> reg

[synth]
yosys_area_sq_um = 9910
syn-mean-instance-area_sq_um = 7.69
synth-edff-count = 0
postSynthRegisterBits = 34
ys_cells = 1288
dominantRegCellSynth = dfrtp_1
synth_warnings = 1
post_synth_instance_area_sq_um = 9910
synth.yosys.seq_area_share_pct = 8.59
synth_async_sr_flop_share_pct = 100
post_synth_inst_count = 1288
synth.lib_cells_used.distinct = 98

[grt]
gr-total-overflow = 0
grt_start_max_net_pins = 35
grt.total_usage_pct = 28.2
first_global_vias = 10902
grt_antenna_before_repair = 1
first_pass_grt_wire_length_mm = 56.3

[pwr]
internal_power_mw = 1.58
max-vdd-ir-drop_mv = 0.319
areal_power_density_over_the_cells_nw_per_um2 = 182
p_sw_mw = 1.25
leakagePower_nw = 7.50
power_share_of_the_combinational_group_pct = 94.1
sequentialPowerShare_pct = 2.7
switching_share_pct = 44.2
clock_power_share_pct = 3.2

[routing]
via_count = 11525
total_antenna_diodes_in_the_routed_design = 0
first_iter_violations = 760
drt_pre_antenna_iters = 6
postRouteAntennaNets = 0
routed_wire_length_per_instance_microns = 16.9
drc_errors = 0
routed_via_count_divided_by_cell_count = 5.46
route.final.wire_length_mm = 35.6

[flow_run]
openroad.warnings = 40
maxCapViolations = 0

[place]
routabilityCongestion = 0.965
detailed_place_hpwl_mm = 26.4
placed_cell_area_sq_um = 13700
dpl_worst_slack_ns = -4.59
place.port_buffers = 39

[floorplan]
design.die.area_sq_um = 25400
core_util_floorplan_pct = 40.7
row_cnt = 57
core_sq_um = 24300
die_height_microns = 159
die_w_microns = 159
floorplan.io_pins = 40

[setup_path]
cp_slowest_stage_delay_ns = 0.55
cp_common_cell = buf_4
timing.critical_path.to_type = flip-flop
criticalPathCategory = reg -> reg
critical_path.startpoint_type = flip-flop
crit_required_ns = 21.40
worstPathMaxFanout = 7
critPathArrivalTime_ns = 26.03
worst_path_cell_with_the_longest_stage_delay = or4_4

[outcome]
failed_checks = setup timing
outcome = finished, violations left
[sequential cells by signal, indices dropped and copies added (netlist names)]
register / cells
b_in: 8
zero: 1
carry: 1
y: 16
a_in: 8
[path summary, 6_finish.rpt]
| check | from | to | slack, ns | depth (start not counted) |
|---|---|---|---|---|
| min in group asynchronous | en | a_in[0]$_DFF_PP0_ | 4.35 | 3 |
| max reg2reg | b_in[1]$_DFF_PP0_ | zero$_DFF_PP0_ | -4.63 | 146 |
| max in group asynchronous | en | b_in[0]$_DFF_PP0_ | 16.49 | 3 |
| min reg2reg | a_in[7]$_DFF_PP0_ | carry$_DFF_PP0_ | 0.84 | 3 |
| max | b_in[1]$_DFF_PP0_ | zero$_DFF_PP0_ | -4.63 | 146 |
| min | a_in[7]$_DFF_PP0_ | carry$_DFF_PP0_ | 0.84 | 3 |
[cell families (layout without fill, tap and decap cells)]
family	Yosys count	count (layout)	synth area share, %
and+or+nand+nor	431	431	21.2
AOI/OAI and AO/OA	372	372	26.0
adders and majority gates	201	201	28.2
buffers and inverters	149	639	6.07
xor gates and xnor gates	57	57	5.04
muxes	43	43	4.84
DFF	34	34	8.59
other	1	8	0.0379
[synthesized netlist by cell type, drive strengths merged (19+ instances only)]
library cell,number,area (sq um)
a21o,22,165
a21oi,93,465
clkbuf,26,97.6
dfrtp,34,851
fa,37,741
ha,163,2040
inv,102,383
mux2,30,349
nand2,118,443
nand3,20,100
nor2,135,514
nor3,51,255
o211ai,19,161
o21a,38,285
o21ai,60,308
o31ai,20,150
xnor2,36,315
xor2,21,184
[power groups by stage]
| stage | combinational, mW | sequential, mW | clock [mW] |
|---|---|---|---|
| after global routing | 2.89 | 0.0760 | 0.0941 |
| after CTS | 2.41 | 0.0755 | 0.0921 |
| final | 2.66 | 0.0754 | 0.0902 |
[critical path: cells and delay by family, from the launching register on]
family / cells / cell delay, ns
AND-OR/OR-AND: 61 / 10.41
adder cells (fa/ha/maj): 14 / 3.59
buffers and inverters: 29 / 3.74
flip-flops: 1 / 0.44
multiplexers: 7 / 2.00
AND/OR/NAND/NOR: 35 / 5.56
[what timing repair did]
item / 4_1_cts / 5_1_grt
pin swaps: 48 / 87
setup buffers: 107 / 36
setup endpoints to repair: 4 / 5
resized: 72 / 48
cloned: 0 / 0
[cell usage in the layout, fill, tap and decap left out, types with 16 or more instances in the layout]
| cell type | instances |
|---|---|
| a21o_1 | 22 |
| a21oi_1 | 72 |
| a21oi_2 | 17 |
| buf_4 | 472 |
| clkdlybuf4s50_1 | 39 |
| dfrtp_1 | 32 |
| fa_1 | 37 |
| ha_1 | 138 |
| ha_4 | 21 |
| inv_1 | 95 |
| nand2_1 | 112 |
| nand3_1 | 16 |
| nor2_1 | 117 |
| nor3_1 | 48 |
| o211ai_1 | 17 |
| o21a_1 | 36 |
| o21ai_0 | 38 |
| xnor2_1 | 36 |
| xor2_1 | 21 |
[layer usage]
metal  wire length, microns  global-route usage (%)  part of all wire, %
met1                  16400                    40.8                   46
met4                    816                    5.77                  2.3
met5                      0                       0                    0
met3                   2370                    4.84                  6.7
met2                  16000                    44.8                   45
[layout make-up]
type | count | share of cell area, %
well taps | 324 | 2.62
repair buffers | 526 | 26.5
inverters | 105 | 2.61
flip-flops and latches | 34 | 5.51
clock inverters | 3 | 0.291
clock buffers | 5 | 0.808
multi-input cells | 1112 | 61.6
[stage by stage]
stage               instances  TNS (ns)  total power, mW  utilization, %
floorplan                1295    -14.14             1.47               -
global route             2109    -18.01             3.06            63.7
CTS                      2073    -10.29             2.58            61.5
global placement         1958    -11.82             2.20            56.1
detailed placement       1958    -13.03             2.21            56.1
finish                   2109    -13.28             2.82            63.7
No activity file was given, so power comes from the tool's default toggle rates.
